--- ./design.v ---
module uart_rx #(
    parameter CLOCK_RATE = 100000000,
    parameter BAUD_RATE = 115200,
    parameter OVR = 16,
    parameter PARITY = 1
)(
    input rst,
    input clk,
    input rx,
    output reg ready,
    output reg error,
    output reg [7:0] val
);
initial begin
    ready = 0;
    error = 0;
    val = 0;
end
parameter S_IDLE       = 3'b00;
parameter S_DATA_BITS  = 3'b01;
parameter S_STOP_BIT   = 3'b10;
reg [1:0] state = S_IDLE;
wire search_en;
assign search_en = (state == S_IDLE) ? 1 : 0;
wire clk_baud;
wire bitval;
simple_sync #(CLOCK_RATE, BAUD_RATE) sync (rst, clk, search_en, rx, clk_baud, bitval);
reg [2:0] at_bit = 0;
wire clk_en;
to_clk_en to_clk_en(rst, clk, clk_baud, clk_en);
always@(posedge clk)
    if(rst) begin
        ready <= 0;
        error <= 0;
        val <= 0;
        at_bit <= 0;
    end else if(clk_en) begin
        case(state)
            default:
                state <= S_IDLE;
            S_IDLE: begin
                state <= S_DATA_BITS;
                ready <= 0;
                error <= 0;
                val <= 0;
                at_bit <= 0;
            end
            S_DATA_BITS: begin
                state <= S_DATA_BITS;
                at_bit <= at_bit + 1;
                val <= (val >> 1) | (bitval << 7);
                if(at_bit == 7) begin
                    state <= S_STOP_BIT;
                end
            end
            S_STOP_BIT: begin
                state <= S_IDLE;
                error <= (error | ~bitval);
                ready <= ~(error | ~bitval);
            end
        endcase
    end
endmodule
module ovr_sync #(
    parameter CLOCK_RATE = 100000000,
    parameter BAUD_RATE = 115200,
    parameter OVR = 8
) (
    input rst,
    input clk,
    input search_en,
    input rx,
    output reg clk_baud,
    output reg val
);
initial begin
    clk_baud = 0;
    val = 0;
end
parameter RATE = CLOCK_RATE / (BAUD_RATE * OVR);
parameter WIDTH = $clog2(RATE);
parameter WIDTH_OVR = $clog2(OVR);
reg [WIDTH:0] counter = 0;
reg [OVR-1: 0] last_vals = {OVR{1'b1}};
reg [WIDTH_OVR:0] counter2 = 0;
integer i;
reg [WIDTH_OVR:0] last_vals_sum;
always@(last_vals) begin
    last_vals_sum = 0;
    for(i=0; i<OVR; i=i+1)
        last_vals_sum = last_vals_sum + last_vals[i];
end
wire cur;
assign cur = last_vals_sum < (OVR/2) ? 0 : 1;
always@(posedge clk) begin
    if(rst) begin
        counter <= 0;
        last_vals <= {OVR{1'b1}};
        counter2 <= 0;
        clk_baud <= 0;
        val <= 0;
    end else begin
        counter <= counter + 1;
        if(counter >= RATE - 1) begin
            counter <= 0;
            last_vals <= (last_vals << 1) | rx;
            if(search_en) begin
                if(~last_vals[OVR-1] & ~cur) begin
                    counter2 <= 0;
                    clk_baud <= 1;
                    val <= cur;
                end else begin
                    clk_baud <= 0;
                    val <= 0;
                end
            end else begin
                counter2 <= counter2 + 1;
                if(counter2 >= OVR - 1) begin
                    counter2 <= 0;
                    val <= cur;
                end
                clk_baud <= counter2 < (OVR/2) ? 1 : 0;
            end
        end
    end
end
endmodule
module simple_sync #(
    parameter CLOCK_RATE = 100000000,
    parameter BAUD_RATE = 115200
) (
    input rst,
    input clk,
    input search_en,
    input rx,
    output reg clk_baud,
    output reg val
);
initial begin
    clk_baud = 1;
    val = 0;
end
parameter RATE = CLOCK_RATE / (BAUD_RATE * 2);
parameter WIDTH = $clog2(RATE);
reg [WIDTH:0] counter = 0;
reg started = 0;
always@(posedge clk) begin
    if(rst) begin
        counter <= 0;
        started <= 0;
        clk_baud <= 1;
        val <= 0;
    end else begin
        if(counter < RATE-1) begin
            counter <= counter + 1;
        end else begin
            counter <= 0;
            val <= started ? rx : 0;
            clk_baud <= started ? ~clk_baud : 1;
        end
        if(started) begin
            if(search_en & clk_baud) begin
                started <= 0;
                clk_baud <= 1;
            end
        end else begin
            if(search_en & ~rx) begin
                started <= 1;
                clk_baud <= 0;
                counter <= 0;
            end
        end
    end
end
endmodule
module to_clk_en(
    input rst,
    input clk,
    input clk_in,
    output reg clk_en
);
reg buffer;
always@(posedge clk) begin
    if(rst) begin
        buffer <= clk;
        clk_en <= 0;
    end else begin
        if(!buffer & clk_in) clk_en <= 1;
        else clk_en <= 0;
        buffer <= clk_in;
    end
end
endmodule
--- ./run.sh ---
#!/bin/bash
# OpenROAD 26Q1-2900-gdf79404cd8, Yosys 0.63+post, stock flow scripts
make -C /OpenROAD-flow-scripts/flow DESIGN_CONFIG=/design/flow/config.mk WORK_HOME=/design/flow/orfs finish
--- ./config.mk ---
export PLATFORM = sky130hd
export DESIGN_NAME = uart_rx
export DESIGN_NICKNAME = uart_rx
export VERILOG_FILES = /design/flow/design.v
export SDC_FILE = /design/flow/constraint.sdc
export NUM_CORES = 4
export LEC_CHECK = 1
export CORE_AREA = 10 10 91 91
export DIE_AREA = 0 0 101 101
--- ./constraint.sdc ---
current_design uart_rx

set clk_period 2.2
set clk_io_pct 0.2

create_clock -name clk0 -period $clk_period [get_ports {clk}]

set non_clock_inputs [all_inputs -no_clocks]
set_input_delay [expr $clk_period * $clk_io_pct] -clock clk0 $non_clock_inputs
set_output_delay [expr $clk_period * $clk_io_pct] -clock clk0 [all_outputs]
==> summary.txt <==
Implementation status.

- The routed metal-1 wire length is 1.075 mm.
- TritonCTS built the clock tree.
- The timing report gives the clock slew at the launch and capture registers of the worst setup and hold paths as 60 ps.
- The number of flops mapped to enable cells by yosys is 2.
- The worst setup path is captured at a register.
- The number of warnings in the stage logs is 28.
- Final hold analysis gives a worst-case slack of -59.72 ps.
- The global routing usage summed across all routing layers is 0.04868.
- Data on the critical path is required at its endpoint by 2460 ps.
- STA classifies the critical path startpoint as a register.
- The effective utilization at floorplan is 0.1892.
- The largest stage delay on the critical path is 430 ps.
- The average wire length per cell after detail routing is 10.41 um.
- The worst setup path is of the register to register kind.
- The final report lists the setup-violating endpoint count as 0.
- The arrival time of the worst setup path is 2000 ps.
- The number of antenna violations at the first check in global routing is 0.
- Measured along the x axis, the die boundary spans 101 um.
- The Yosys chip area is 0.001201 mm2.
- The pin count of the biggest net entering global routing is 20.
- Counting I/O delays and the setup requirement, the final critical path takes 1743 ps.
- The accumulated negative setup slack is 0 ps.
- For reference, the placement row count at floorplan is 29.
- The leading cell type in the layout, fill and taps excluded is sky130_fd_sc_hd__dfxtp_1.
- The number of DRC violations after detailed routing is 0.
- Gates resized during post-CTS repair numbered 0.
- The count of different cell masters after synthesis is 31.
- The highest attainable clock frequency is 573.8 MHz.
- The via count of the routed design is 951.
- The final HPWL from detailed placement is 1.640 mm.
- Pins over their slew limit in the final report were tallied at 0.
- The total grt overflow is 0.
- The detailed router reported a total wirelength of 2.416 mm.
- In this run the VDD rail shows a maximum IR drop of 0.0002044 V.
- Signal nets in the final route climb as high as met4.
- From bottom edge to top edge, the die measures 101 um.
- Counting every instance in the synthesized netlist gives 137.
- After floorplanning, the core was sized to cover 0.006350 mm2.
- The violation tally recorded at the end of detailed-routing iteration 0 is 25.
- The origin of the worst setup path is sync.counter[0].
- The area growth from synthesis to layout is 28.54%.
- The kind of path behind the tightest hold check is clock port to register.
- The total power density per cell area is 796.1 mW/mm2.
- The cell area after technology mapping is 0.001201 mm2.
- The highest fanout seen on the critical path is 9.
- The startpoint of the lowest-slack register-to-register path is sync.counter[0].
- The mean post-synth cell area is 8.768 um2.
- The flow ran to the end, but the final reports show violations.
- The remaining number of nets flagged by the antenna check after routing is 0.
- Leaving out fill and tap cells, the most frequent cells in the layout are sky130_fd_sc_hd__dfxtp_1 (28), sky130_fd_sc_hd__nor2_1 (17), sky130_fd_sc_hd__nand2_1 (16).
- The number of antenna cells inserted is 0.
- The tool flagged a number of max-cap violations equal to 0.
- The number of buffer and inverter stages on the critical path is 2.
- Per Yosys stat, the portion of area used by sequential elements is 0.5167.
- The first-pass GRT wire length is 4.105 mm.
- Synthesis inferred 30 register bits.
- The quantity of hold-fixing buffers added after cts is 0.
- The standby leakage power is 0.5519 nW.
- Counting flops with an async set or reset pin after synthesis yields a share of 0.
- The signal on the critical path passes through inv_1 > ha_1 > nor4b_2 > o31ai_1 > buf_4 > or3_1 > nor2_1.
- During I/O placement, the number of pins put on the boundary was 13.
- The maximum clock skew at final layout is 3.824 ps.
- The final timing report lists a hold violation count of 1.
- The number of global-route vias before repair was 919.
- The via-per-instance ratio is 4.099.
- Setup repair after global routing left no endpoint under its margin.
- The first detailed-routing pass ran for 4 iterations.
- Of the cells placed in the final design, the portion with a size suffix greater than 1 is 0.09032.
- The final reports fail on hold timing.
- The weighted congestion reported at the end of routability-driven placement is 0.7466.
- The post-CTS repair timing setup buffer count is 0.
- In this run the most critical hold path is launched from clk.
- Yosys printed 3 warnings.
- The worst register-to-register path has a setup slack of 460 ps.
- The number of cells in Yosys stat is 137.
- The family with the most delay on the worst path is simple AND/OR/NAND/NOR gates.
- The final timing summary puts the cycle share of the worst path at 0.7921.
- Per the detail_route log, met2 wirelength is 1.099 mm.
- Per the synth stats, the flop cell with the highest instance count is sky130_fd_sc_hd__dfxtp_1.
- During placement, the flow inserted port buffers numbering 12.
- The total die size is 0.01020 mm2.
- The standard cell with the maximum stage delay on the critical path is sky130_fd_sc_hd__dfxtp_1.
- The total length of routed met3 wires is 170 um.
- Clock latency on the worst-skew pair, taken at its later pin, is 380 ps.
worst register-to-register path, stage by stage, from the launching register on:
cell and delay, ps:
sky130_fd_sc_hd__dfxtp_1 430, sky130_fd_sc_hd__inv_1 70, sky130_fd_sc_hd__ha_1 190, sky130_fd_sc_hd__nor4b_2 150, sky130_fd_sc_hd__o31ai_1 230, sky130_fd_sc_hd__buf_4 170, sky130_fd_sc_hd__or3_1 300, sky130_fd_sc_hd__nor2_1 90
cell type report:
| type | instances | area [um2] |
|---|---|---|
| clock buffer | 10 | 127.6 |
| fill | 646 | 4806 |
| inverter | 4 | 15.01 |
| multi-input combinational | 95 | 534.3 |
| sequential | 30 | 620.6 |
| tap | 77 | 96.34 |
| timing repair buffer | 16 | 150.1 |
synth_stat cells, types with 2 or more instances:
cell / n / area (um2)
sky130_fd_sc_hd__dfxtp_1: 28 / 560.5
sky130_fd_sc_hd__nor2_1: 17 / 63.81
sky130_fd_sc_hd__nand2_1: 16 / 60.06
sky130_fd_sc_hd__a21oi_1: 15 / 75.07
sky130_fd_sc_hd__nand3_1: 14 / 70.07
sky130_fd_sc_hd__clkbuf_1: 7 / 26.28
sky130_fd_sc_hd__ha_1: 4 / 50.05
sky130_fd_sc_hd__inv_1: 4 / 15.01
sky130_fd_sc_hd__nand2b_1: 4 / 25.02
sky130_fd_sc_hd__xor2_1: 4 / 35.03
sky130_fd_sc_hd__edfxtp_1: 2 / 60.06
sky130_fd_sc_hd__nor2b_1: 2 / 12.51
sky130_fd_sc_hd__xnor2_1: 2 / 17.52
registers in the layout (all words and copies together), names as in the netlist:
name and flops:
sync.counter 10, val 8, at_bit 3, state 2
error 1, ready 1, sync.clk_baud 1, sync.started 1
sync.val 1, to_clk_en.buffer 1, to_clk_en.clk_en 1
kinds of logic after synthesis:
group	count (synthesis)	synth area share
AND-OR/OR-AND	20	0.09272
adder cells (fa/ha/maj)	4	0.04167
other	1	0.003122
buffers and inverters	12	0.03854
multiplexers	1	0.008334
AND/OR/NAND/NOR	63	0.2552
flip-flops	30	0.5167
XOR/XNOR	6	0.04375
stage by stage:
step,util,instance area [um2],instances,worst slack (ps),total power (W)
floorplan,-,1201,137,569.5,0.0006494
global route,0.2432,1544,232,320.0,0.001290
detailed placement,0.2231,1416,222,372.7,0.0006758
global placement,0.2231,1416,222,425.9,0.0006750
finish,0.2432,1544,232,457.3,0.001229
CTS,0.2432,1544,232,442.1,0.001252
power by group:
group | switching [W] | internal [W] | leakage (nW) | total [W]
combinational | 0.0000408 | 0.0000293 | 0.235 | 0.0000701
clock | 0.000206 | 0.000366 | 0.0714 | 0.000572
sequential | 0.0000158 | 0.000571 | 0.246 | 0.000587
total | 0.000263 | 0.000966 | 0.552 | 0.00123
path summary, 6_finish.rpt:
path | end | depth (start not counted)
min reg2reg | to_clk_en.clk_en | 1
max | sync.counter[2] | 7
max reg2reg | sync.counter[2] | 7
min | to_clk_en.buffer | 4
metal layers:
metal	track usage	up-vias
met2	0.07666	14
li1	-	500
met5	0	-
met1	0.05691	431
met4	0.01393	0
met3	0.02495	6
Power is estimated from default activity; no workload was simulated.
