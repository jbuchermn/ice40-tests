==> ./design.v <==
module async_fifo #(
    parameter DATA_WIDTH = 16,
    parameter ADDR_WIDTH = 4
)(
    input rst,
    input w_clk,
    input w_en,
    input [DATA_WIDTH-1:0] w_in,
    output reg w_full,
    input r_clk,
    input r_en,
    output reg [DATA_WIDTH-1:0] r_out,
    output reg r_empty
);
reg [DATA_WIDTH-1:0] buffer [0:(1<<ADDR_WIDTH)-1];
reg [ADDR_WIDTH:0] r_read_ptr;
reg [ADDR_WIDTH:0] w_write_ptr;
wire [ADDR_WIDTH:0] r_next_read_ptr;
assign r_next_read_ptr = r_read_ptr + 1;
wire [ADDR_WIDTH:0] w_next_write_ptr;
assign w_next_write_ptr = w_write_ptr + 1;
wire [ADDR_WIDTH-1:0] r_read_addr;
assign r_read_addr = r_read_ptr[ADDR_WIDTH-1:0];
wire [ADDR_WIDTH-1:0] w_write_addr;
assign w_write_addr = w_write_ptr[ADDR_WIDTH-1:0];
wire [ADDR_WIDTH:0] w_write_ptr_flip;
assign w_write_ptr_flip = (1 << ADDR_WIDTH) ^ w_write_ptr;
wire [ADDR_WIDTH:0] w_next_write_ptr_flip;
assign w_next_write_ptr_flip = (1 << ADDR_WIDTH) ^ w_next_write_ptr;
initial begin
    r_read_ptr = 0;
    w_write_ptr = 0;
end
wire [ADDR_WIDTH:0] wg_write_ptr_flip;
bin2gray #(ADDR_WIDTH+1) b2g_wf(w_write_ptr_flip, wg_write_ptr_flip);
wire [ADDR_WIDTH:0] wg_next_write_ptr_flip;
bin2gray #(ADDR_WIDTH+1) b2g_nwf(w_next_write_ptr_flip, wg_next_write_ptr_flip);
wire [ADDR_WIDTH:0] rg_read_ptr;
bin2gray #(ADDR_WIDTH+1) b2g_r(r_read_ptr, rg_read_ptr);
wire [ADDR_WIDTH:0] rg_next_read_ptr;
bin2gray #(ADDR_WIDTH+1) b2g_nr(r_next_read_ptr, rg_next_read_ptr);
wire [ADDR_WIDTH:0] wg_read_ptr;
wire [ADDR_WIDTH:0] rg_write_ptr;
bin2gray_crossdomain #(ADDR_WIDTH+1) b2g_r_cd(rst, w_clk, r_read_ptr, wg_read_ptr);
bin2gray_crossdomain #(ADDR_WIDTH+1) b2g_w_cd(rst, r_clk, w_write_ptr, rg_write_ptr);
wire w_full0 = (wg_write_ptr_flip == wg_read_ptr);
wire w_full1 = (wg_next_write_ptr_flip == wg_read_ptr);
wire r_empty0 = (rg_read_ptr == rg_write_ptr); 
wire r_empty1 = (rg_next_read_ptr == rg_write_ptr);
always@(posedge w_clk) begin
    if(rst) begin
        w_write_ptr <= 0;
        w_full <= 0;
    end else begin
        w_full <= w_full0;
        if(w_en & ~w_full0) begin
            buffer[w_write_addr] <= w_in;
            w_write_ptr <= w_write_ptr + 1;
            w_full <= w_full1;
        end
    end
end
always@(posedge r_clk) begin
    if(rst) begin
        r_read_ptr <= 0;
        r_empty <= 1;
        r_out <= 0;
    end else begin
        r_empty <= (r_empty0 | r_empty1);
        if(r_en & ~(r_empty0 | r_empty1)) begin
            r_out <= buffer[r_read_addr];
            r_read_ptr <= r_read_ptr + 1;
        end
    end
end
endmodule
module crossdomain #(
    parameter WIDTH = 1
)(
    input rst,
    input clk,
    input [WIDTH-1:0] in,
    output reg [WIDTH-1:0] out
);
reg [WIDTH-1:0] tmp;
always@(posedge clk) begin
    if(rst) begin
        {out, tmp} <= 0;
    end else begin
        {out, tmp} <= {tmp, in};
    end
end
endmodule
module bin2gray #(
    parameter WIDTH = 1
)(
    input [WIDTH-1:0] in,
    output [WIDTH-1:0] out
);
assign out = (in >> 1) ^ in;
endmodule
module bin2gray_crossdomain #(
    parameter WIDTH = 1
)(
    input rst,
    input clk,
    input [WIDTH-1:0] in,
    output [WIDTH-1:0] out
);
wire [WIDTH-1:0] gray;
bin2gray #(WIDTH) b2g(in, gray);
crossdomain #(WIDTH) cd(rst, clk, gray, out);
endmodule
module ft600_mode245 #(
    parameter RX_BUF_WIDTH = 4,
    parameter TX_BUF_WIDTH = 4
)(
    input rst,
    input clk,
    input tx_en,
    input [15:0] tx_in,
    output tx_full,
    input rx_en,
    output reg [15:0] rx_out,
    output rx_empty,
    input ft_clk,
    inout [15: 0] ft_data,
    inout [1:0] ft_be,
    input ft_txe,
    input ft_rxf,
    output reg ft_oe,
    output reg ft_rd,
    output reg ft_wr
);
reg tx_r_en;
wire [15:0] tx_r_out;
wire tx_r_empty;
async_fifo #(16, TX_BUF_WIDTH) tx_fifo(
    rst,
    clk,
    tx_en,
    tx_in,
    tx_full,
    ft_clk,
    tx_r_en,
    tx_r_out,
    tx_r_empty
);
reg rx_w_en;
wire rx_w_full;
async_fifo #(16, RX_BUF_WIDTH) rx_fifo(
    rst,
    ft_clk,
    rx_w_en,
    ft_data,
    rx_w_full,
    clk,
    rx_en,
    rx_out,
    rx_empty
);
wire [15:0] ft_data_out;
assign ft_data = ft_oe ? ft_data_out : 16'hz;
assign ft_be = ft_oe ? 2'b11 : 2'hz;  
reg tx_has_pending;
reg [15:0] tx_pending;
assign ft_data_out = tx_has_pending ? tx_pending : tx_r_out;
parameter S_IDLE = 2'b00;
parameter S_READING = 2'b01;
parameter S_WRITING = 2'b10;
reg [1:0] state;
initial begin
    rx_w_en = 0;
    tx_r_en = 0;
    ft_oe = 1;
    ft_rd = 1;
    ft_wr = 1;
    state = S_IDLE;
end
always@(posedge ft_clk) begin
    if(rst) begin
        state <= S_IDLE;
        ft_oe <= 1;
        ft_rd <= 1;
        ft_wr <= 1;
        tx_r_en <= 0;
        rx_w_en <= 0;
        tx_has_pending <= 0;
        tx_pending <= 0;
    end else begin
        ft_rd <= 1;
        ft_wr <= 1;
        rx_w_en <= 0;
        tx_r_en <= 0;
        if(~ft_rxf) begin
            state <= S_READING;
            ft_oe <= 0;
            ft_rd <= ~(~rx_w_full & ~ft_oe);
            rx_w_en <= ~rx_w_full & ~ft_oe;
        end else if(~ft_txe) begin
            state <= S_WRITING;
            ft_oe <= 1;
            ft_wr <= ~((~tx_r_empty | tx_has_pending) & ft_oe);
            tx_r_en <= ~tx_r_empty & ~tx_has_pending & ft_oe;
            if(~ft_wr) begin
                tx_has_pending <= 0;
                tx_r_en <= ~tx_r_empty & ft_oe;
            end
        end else begin
            state <= S_IDLE;
        end
        if(state == S_WRITING & ft_txe & ~ft_wr) begin
            tx_has_pending <= 1;
            tx_pending <= tx_r_out;
        end
    end
end
endmodule
==> ./run.sh <==
#!/bin/bash
# OpenROAD 26Q1-2900-gdf79404cd8, Yosys 0.63+post, stock flow scripts
make -C /OpenROAD-flow-scripts/flow DESIGN_CONFIG=/design/flow/config.mk WORK_HOME=/design/flow/orfs finish
==> ./config.mk <==
export PLATFORM = sky130hd
export DESIGN_NAME = ft600_mode245
export DESIGN_NICKNAME = ft600_mode245
export VERILOG_FILES = /design/flow/design.v
export SDC_FILE = /design/flow/constraint.sdc
export NUM_CORES = 4
export LEC_CHECK = 1
export CORE_UTILIZATION = 30
==> ./constraint.sdc <==
current_design ft600_mode245

set clk_period 7.6
set clk_io_pct 0.2

create_clock -name clk0 -period $clk_period [get_ports {clk}]
create_clock -name clk1 -period $clk_period [get_ports {ft_clk}]

set non_clock_inputs [all_inputs -no_clocks]
set_input_delay [expr $clk_period * $clk_io_pct] -clock clk0 $non_clock_inputs
set_output_delay [expr $clk_period * $clk_io_pct] -clock clk0 [all_outputs]
==> run notes <==
Physical implementation

The run finished with clean final reports. The starting density of the core is 0.3050. After synthesis, the share of flip-flops with an asynchronous set or reset is 0. After synthesis the cells add up to 0.02472 mm^2. The kind of cell adding the most delay to the critical path is simple AND/OR/NAND/NOR gates. The number of buffers inserted by post-CTS setup repair is 0.

The post-synth count of flops with an enable pin is 512. According to the floorplan log, the row count is 104. The count of synthesis-stage warnings from yosys is 5. The last timing report of the flow puts the setup violation total at 0. The cell count after synthesis came out at 1320. The timing report gives the worst reg2reg path a setup slack of 3890 ps. The first global-routing pass estimated 78290 um of wire.

The mean area per synthesized cell is 18.73 um^2. The area growth from synthesis to layout is 15.36%. The beginning of the worst register-to-register path is rx_fifo.w_write_ptr[0]. In the log, the iteration count for the first detailed-route pass is 5. The post-placement setup slack is 3465 ps.

Listed in order, past its start point the critical path passes inv_1 > ha_1 > xor2_1 > and4b_1 > a21boi_1 > nor2b_1 > and3_1. met3 track demand over resource after global routing is 0.08087. The final route contains 11.82k vias. The final total power is 7075 uW. By count the netlist is led by sky130_fd_sc_hd__edfxtp_1 (512), sky130_fd_sc_hd__mux4_2 (160), sky130_fd_sc_hd__dfxtp_1 (120). In the final report, the number of pins over their slew limit comes to 0. The highest fanout seen on the critical path is 16.

The share of the Yosys chip area taken by registers is 0.7191. The worst hold path class is flip-flop to flip-flop. The final critical-path setup slack is 3887 ps. The maximum number of pins on one net before global-route repair is 68. The iteration-0 DRC count of the detailed router is 787. The number of antenna violations at the first check in global routing is 0. The worst setup path is launched from a flip-flop. Final hold analysis gives a worst-case slack of 433.7 ps. The global-route met1 utilization is 0.1700. On the critical path, the stage with the largest delay is an instance of sky130_fd_sc_hd__and3_1. In the post-synthesis netlist, the biggest area contributors are sky130_fd_sc_hd__edfxtp_1 (62%), sky130_fd_sc_hd__mux4_2 (15%), sky130_fd_sc_hd__dfxtp_1 (9.7%).

After clock tree synthesis, the repair step resized 0 gates. The largest total area in the synthesized netlist belongs to sky130_fd_sc_hd__edfxtp_1. The share of the synthesized area in the top cell type is 0.6219. The worst setup path startpoint is rx_fifo.w_write_ptr[0].

The die is 289.1 um tall. After detailed routing, the number of remaining DRC violations is 0. For this run, the script counts the antenna cells in the layout as 0.

The element type at the critical path end is a flip-flop. The register bit count reported by yosys is 632. The number of warning messages in the logs is 550. The reported max-cap violation count is 0.

The fraction of layout instances using a drive strength above 1 is 0.2131. Once detail routing completed, the nets flagged for antenna violations numbered 0. Adding up every negative setup slack in the final design gives 0 ps. The number of buffer and inverter stages on the critical path is 1. Setup repair after global routing left no endpoint under its margin. The per-cell routed wire length is 20.48 um. The worst endpoint data arrival time is 3840 ps. The required time at the worst endpoint is listed as 7730 ps.

The final global-route overflow total is 0. The relative slew slack is 0.4186. The filler cell count is 7392. Once detailed placement completed, the half-perimeter wirelength came to 31730 um. The met2 demand-to-capacity share in global routing is 0.2006. The peak per-stage delay on the critical path is 830 ps. On the final layout, the worst clock skew is 26.74 ps. The top flip-flop cell by instance count after synthesis is sky130_fd_sc_hd__edfxtp_1. The average via count per standard cell is 4.745. The maximum VDD drop is 0.0001729 V.

The chip area line in the Yosys stat output reads 0.02472 mm^2. The type of the worst setup path is flip-flop to flip-flop. The core region area is 0.08107 mm^2. The most frequent cell after synthesis is sky130_fd_sc_hd__edfxtp_1. The source of the worst hold timing path is tx_fifo.b2g_w_cd.cd.tmp[0]. The congestion estimate from routability-driven global placement came to 0.8283. For the pin with the worst max-slew slack, the measured transition is 872.1 ps. After clock tree synthesis, the clock-pin slew on the worst setup and hold paths is 60 ps. The cell count listed in synth_stat.txt is 1320. The width of the chip is 289.1 um. The final timing report lists a hold violation count of 0. The floorplan report gives the top-level pin count as 62. The TritonCTS clock tree is done. The count of port buffers added during placement is 42. The total routing usage reported by global routing is 0.1327. The total power per unit cell area is 248.1 mW/mm^2. The clock net in this run drives a total of 632 sinks.

The power report puts the leakage power at 0.009202 uW. Synthesis instantiated 54 different standard cells from the library. The die area is 0.08356 mm^2. The layer with the highest usage is met2. Per the detailed-route log, wirelength across all metal layers totals 51020 um. The via count of the first global-routing pass was 12.71k.

The number of hold buffers added after cts is 0.
==> path summary, 6_finish.rpt <==
kind                                 endpoint  depth (start not counted)
max                     rx_fifo.buffer[12][2]                          7
min                tx_fifo.b2g_w_cd.cd.out[0]                          1
max reg2reg             rx_fifo.buffer[12][2]                          7
min reg2reg        tx_fifo.b2g_w_cd.cd.out[0]                          1
max in group clk0       tx_fifo.buffer[6][10]                          5
min in group clk0  rx_fifo.b2g_w_cd.cd.out[4]                          1
==> cells in the final DEF (no fill, tap or decap), types with 6 or more instances in the layout <==
cell type and n:
sky130_fd_sc_hd__clkinv_1 11, sky130_fd_sc_hd__nor2_1 44, sky130_fd_sc_hd__nand3_1 23, sky130_fd_sc_hd__mux2_2 16, sky130_fd_sc_hd__xnor2_1 36, sky130_fd_sc_hd__mux4_2 160
sky130_fd_sc_hd__clkbuf_1 14, sky130_fd_sc_hd__xor2_1 20, sky130_fd_sc_hd__clkbuf_16 67, sky130_fd_sc_hd__a21oi_1 44, sky130_fd_sc_hd__nand2_1 49, sky130_fd_sc_hd__clkdlybuf4s50_1 41
sky130_fd_sc_hd__and3_1 37, sky130_fd_sc_hd__o21ai_1 20, sky130_fd_sc_hd__ha_1 24, sky130_fd_sc_hd__buf_4 26, sky130_fd_sc_hd__clkinv_2 9, sky130_fd_sc_hd__inv_1 11
sky130_fd_sc_hd__mux2i_1 21, sky130_fd_sc_hd__bufinv_16 7, sky130_fd_sc_hd__nor2b_1 40, sky130_fd_sc_hd__edfxtp_1 512, sky130_fd_sc_hd__nor3_1 6, sky130_fd_sc_hd__dfxtp_1 116
sky130_fd_sc_hd__or3_1 6
==> cells by family after synthesis <==
family | count (synthesis) | share of synthesized area
xor gates and xnor gates | 58 | 0.02171
DFF | 632 | 0.7191
AOI/OAI and AO/OA | 91 | 0.02202
other | 1 | 0.0001517
buffers and inverters | 88 | 0.01488
muxes | 199 | 0.1625
and+or+nand+nor | 227 | 0.04757
adders and majority gates | 24 | 0.01215
==> where the power goes <==
| group | switching, uW | internal, uW | total (uW) |
|---|---|---|---|
| logic | 79.0 | 51.8 | 131 |
| clock network | 1330 | 1880 | 3200 |
| registers | 10.5 | 3730 | 3740 |
| total | 1410 | 5660 | 7080 |
==> through the flow <==
stage / util / instance area [um^2] / std cells
4_1_cts: 0.3518 / 28520 / 2491
3_3_place_gp: 0.3251 / 26360 / 2371
3_5_place_dp: 0.3251 / 26360 / 2371
6_report: 0.3518 / 28520 / 2491
2_1_floorplan: - / 24730 / 1321
5_1_grt: 0.3518 / 28520 / 2491
==> layout make-up <==
class	instances	area, um^2	share of cell area
multi-input combinational	601	6596	0.2313
tap	1060	1326	0.04651
inverter	11	41.29	0.001448
sequential	632	17790	0.6237
clock inverter	38	419.2	0.01470
timing repair buffer	67	605.6	0.02123
clock buffer	82	1743	0.06112
==> sequential cells by signal, indices dropped and copies added, names as in the netlist, 2 cells and up <==
register	cells
tx_fifo.buffer	256
tx_fifo.b2g_r_cd.cd.out	5
tx_fifo.r_read_ptr	5
tx_fifo.b2g_r_cd.cd.tmp	5
tx_fifo.b2g_w_cd.cd.tmp	5
rx_fifo.b2g_r_cd.cd.tmp	5
rx_fifo.b2g_w_cd.cd.out	5
tx_pending	16
rx_fifo.b2g_w_cd.cd.tmp	5
rx_fifo.w_write_ptr	5
rx_fifo.r_out	16
tx_fifo.b2g_w_cd.cd.out	5
rx_fifo.b2g_r_cd.cd.out	5
tx_fifo.w_write_ptr	5
rx_fifo.buffer	256
state	2
tx_fifo.r_out	16
rx_fifo.r_read_ptr	5
==> routing by layer <==
layer | vias up | wire (um)
li1 | 5337 | -
met1 | 5892 | 19510
met2 | 518 | 23930
met3 | 72 | 6563
met4 | 2 | 960
met5 | - | 51
Power is estimated from default activity; no workload was simulated.
